===== design/flow/config.mk =====
export PLATFORM = sky130hd
export DESIGN_NAME = CD74HCT191
export DESIGN_NICKNAME = CD74HCT191
export VERILOG_FILES = /design/flow/design.v
export SDC_FILE = /design/flow/constraint.sdc
export NUM_CORES = 4
export LEC_CHECK = 1
export CORE_AREA = 10 10 71 71
export DIE_AREA = 0 0 81 81

===== design/flow/constraint.sdc =====
current_design CD74HCT191

set clk_period 2.8
set clk_io_pct 0.2

create_clock -name clk0 -period $clk_period [get_ports {CLK}]

set non_clock_inputs [all_inputs -no_clocks]
set_input_delay [expr $clk_period * $clk_io_pct] -clock clk0 $non_clock_inputs
set_output_delay [expr $clk_period * $clk_io_pct] -clock clk0 [all_outputs]

===== design/flow/design.v =====
`timescale 1ns/100ps
module CD74HCT191(AD,DnU,nLOAD,nCTEN,CLK,MM,QAD,nRCO);
	input [3:0] AD;
	output reg [3:0] QAD;
	input DnU,nLOAD,nCTEN,CLK;
	output reg MM,nRCO;
  always @(posedge CLK) begin
    if(~(nLOAD & nCTEN)) begin
      if(nLOAD & ~nCTEN) begin
        if(DnU) begin
          QAD = QAD - 1;
          if(QAD == 0)
            MM = 1;
          else
            MM = 0;
        end
        else if(~DnU) begin
          QAD = QAD +1;
          if(QAD == 15)
            MM = 1;
          else
            MM = 0;
        end
      end
    end
  end
  always @(AD or DnU or nLOAD or nCTEN or CLK) begin
    if(~(nLOAD & nCTEN)) begin
      if(~nLOAD)
        QAD <= AD;
      else if (MM & ~CLK)
        nRCO = 0;
      else
        nRCO = 1;
    end
  end
  specify
    specparam tpdL_Q =39;  
    specparam tpdAD_Q =35;  
    specparam tpdCLK_Q = 34;  
    specparam tpdCLK_RCO = 25;  
    specparam tpdCLK_MM = 42;  
    specparam tpdDnU_RCO = 30;  
    specparam tpdDnU_MM = 33;  
    specparam tpdCTEN_RCO = 25;  
    (nLOAD *> QAD) = tpdL_Q;
    (AD *> QAD) = tpdAD_Q;
    (CLK *> QAD) = tpdCLK_Q;
    (CLK *> nRCO) = tpdCLK_RCO;
    (CLK *> MM) = tpdCLK_MM;
    (DnU *> nRCO) = tpdDnU_RCO;
    (DnU *> MM) = tpdDnU_MM;
    (nCTEN *> nRCO) = tpdCTEN_RCO;
  endspecify
endmodule

===== design/flow/run.sh =====
#!/bin/bash
# OpenROAD 26Q1-2900-gdf79404cd8, Yosys 0.63+post, stock flow scripts
make -C /OpenROAD-flow-scripts/flow DESIGN_CONFIG=/design/flow/config.mk WORK_HOME=/design/flow/orfs finish

==> notes.md <==
For this design, Yosys synthesis ends with a cell count of 48. The count of different cell masters after synthesis is 26, and the count of library flops with an enable pin is 5. Chip area from the yosys synthesis statistics: 500 µm².

Last stage reached: synthesis (1_2_yosys). The run stopped with a tool error. After synthesis the netlist holds a flip-flop and latch count of 10.

The total number of yosys warnings is 1, and the share of flip-flops with an asynchronous set or reset after synthesis is 0. The tool reported: "ERROR: Found 4 problems in 'check -assert'". Looking at the cell usage after synthesis, the top flip-flop cell is sky130_fd_sc_hd__edfxtp_1.
==> cell usage after synthesis (2+ instances only) <==
master | n | area (µm²)
sky130_fd_sc_hd__xnor2_1 | 4 | 35.0
sky130_fd_sc_hd__nor2_1 | 3 | 11.3
sky130_fd_sc_hd__inv_1 | 3 | 11.3
sky130_fd_sc_hd__inv_2 | 2 | 7.51
sky130_fd_sc_hd__dlxtn_1 | 5 | 75.1
sky130_fd_sc_hd__nand2b_1 | 2 | 12.5
sky130_fd_sc_hd__edfxtp_1 | 5 | 150
sky130_fd_sc_hd__ha_1 | 4 | 50.1
sky130_fd_sc_hd__a21oi_1 | 3 | 15.0
==> logic make-up after synthesis <==
group	Yosys count	share of synthesized area
xor gates and xnor gates	5	0.0875
buffers and inverters	8	0.0825
adders and majority gates	4	0.100
AOI/OAI and AO/OA	9	0.117
latches	5	0.150
DFF	5	0.300
and+or+nand+nor	11	0.142
muxes	1	0.0200
