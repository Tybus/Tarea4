===== flow/design.v =====
`timescale 1ns/100ps
module AC11004(A,OUT);
	input A;
	output reg OUT;
	always @(A) begin
		OUT = ~A;
	end
	specify 
		specparam tPLH = 6.1;
		specparam tPHL = 5.2;
		(A=> OUT) = (tPLH,tPHL);
	endspecify
endmodule
`timescale 1ns/100ps
module MUX(B,A,C0,C1,C2,C3,nG,Y);
	input B,A,C0,C1,C2,C3,nG;
	output reg Y;
	always@(*) begin
		if(nG)
			Y = 1'bz;
		else if(~B & ~A)
			Y = C0;
		else if(~B & A)
			Y = C1;
		else if(B & ~A)
			Y = C2;
		else if(B & A)
			Y = C3;
	end
endmodule
`timescale 1ns/100ps
module sumadortip(X,A,B,llevo,res);
	input A, B, X;
	output llevo, res;
	wire nX;
	AC11004 inv(X,nX);
	MUX muxres(A,B,X,nX,nX,X,1'b0,res);
	MUX muxllevo(A,B,1'b0,X,X,1'b1,1'b0,llevo);
endmodule
module sumadorinic(A,B,llevo,res);
	input A, B;
	output  llevo,res;
	wire nX;
	MUX muxllevo(A,B,1'b0,1'b0,1'b0,1'b1,1'b0,llevo);
	MUX muxres(A,B,1'b0,1'b1,1'b1,1'b0,1'b0,res);
endmodule
module sumadorfin(X,A,B,res);
	input X,A,B;
	output res;
	wire nX;
	AC11004 inv(X,nX);
	MUX muxres(A,B,X,nX,nX,X,1'b0,res);
endmodule
`timescale 1ns/100ps
module sumador4bit(word1,word2,Y);
	input [3:0] word1, word2;
	output [3:0] Y;
	wire carry1,carry2,carry3;
	sumadorinic i(word1[0],word2[0],carry1,Y[0]);
	sumadortip t1(carry1,word1[1],word2[1],carry2,Y[1]);
	sumadortip t2(carry2,word1[2],word2[2],carry3,Y[2]);
	sumadorfin f(carry3,word1[3],word2[3],Y[3]);
endmodule

===== flow/run.sh =====
#!/bin/bash
# OpenROAD 26Q1-2900-gdf79404cd8, Yosys 0.63+post, stock flow scripts
make -C /OpenROAD-flow-scripts/flow DESIGN_CONFIG=/design/flow/config.mk WORK_HOME=/design/flow/orfs finish

===== flow/config.mk =====
export PLATFORM = sky130hd
export DESIGN_NAME = sumador4bit
export DESIGN_NICKNAME = sumador4bit
export VERILOG_FILES = /design/flow/design.v
export SDC_FILE = /design/flow/constraint.sdc
export NUM_CORES = 4
export LEC_CHECK = 1
export CORE_AREA = 10 10 70 70
export DIE_AREA = 0 0 80 80

===== flow/constraint.sdc =====
current_design sumador4bit

set clk_period 6.4
set clk_io_pct 0.2

create_clock -name clk0 -period $clk_period

set non_clock_inputs [all_inputs -no_clocks]
set_input_delay [expr $clk_period * $clk_io_pct] -clock clk0 $non_clock_inputs
set_output_delay [expr $clk_period * $clk_io_pct] -clock clk0 [all_outputs]

==> impl_metrics.yaml <==
# yosys + openroad results
outcome:
  status: "complete, no violations"
floorplanning:
  die_w_um: 80
  placementRows: 21
  fp_util_pct: 8.242
  chipArea_um2: 6400
  ios: 12
  die_h_um: 80
  core-area_um2: 3416
flow_run:
  cap_violations: 0
  tool_warnings: 36
drt:
  routedWlPerCell_um: 5.321
  drt_iter0_markers: 0
  antenna_left: 0
  vias: 158
  dr_wl_met2_um: 124
  antenna_cells: 0
  drtPass1Iterations: 1
  wirelength_um: 431
  wl_met3_um: 63
  wl_met1_um: 242
  drcViolationCount: 0
  vias_per_cell: 1.951
  highest_layer: "met3"
yosys:
  simple_gate_area_share_pct: 3.111
  syn_inst: 23
  ys_sh_aoi_pct: 0
  mux_share_pct: 0
  yosysTopAreaCell: "dlxtn_1"
  top_cells_by_area: "dlxtn_1, ha_1, fa_1"
  synthTopLogicFamily: "adder cells"
  synth_cell_types: 8
  yosysWarnings: 3
  synthAdderAreaFrac_pct: 36.44
  yosysCellCount: 23
  yosysTopAreaCellShare_pct: 37.33
  xor_share_pct: 8.444
  yosysChipArea_um2: 281.5
  ys_seq_elements: 7
  syn_avg_cell_area_um2: 12.24
  netlist_area_um2: 281.5
global_routing:
  grt_pass1_wl_um: 738
  antenna_found_initial: 0
  grt_usage_pct: 1.327
  grt_pass1_vias: 163
  grt_max_degree: 4
  grt-ovfl-total: 0
final_layout:
  final_cells: 81
  layout_top_cell: "clkdlybuf4s50_1"
  final_cell_mix: "clkdlybuf4s50_1, dlxtn_1, ha_1, conb_1"
  final_layout_size_suffix_gt1_share_pct: 0
  syn2layout_area_growth_pct: 57.78
clock_network:
  holdBufCountCts: 0
  post_cts_buffers: 0
  cts_resized: 0
pwr:
  pwr-share-comb_pct: 74.2
  p_int_w: 0.00001316
  power_density_nw_per_um2: 38.92
  p_sw_w: 0.000004123
  leakage_nw: 0.2012
  p_clk_share_pct: 0
  ir_drop_mv: 0.008981
  seqPwrFrac_pct: 25.8
  switching_share_pct: 23.85
critical_path:
  crit_path_start_kind: "input port"
  cp_max_fo: 1
  setup.worst_path.start: "word1[1]"
  path_class: "in -> out"
  setup.worst_path.end_class: "output port"
  arrival_ps: 3900
  worstPathRequired_ps: 5120
  worstSetupEndpoint: "Y[3]"
placed_design:
  dp.cells: 81
  dp_hpwl_um: 403.3
  gp_congestion: 0.7448
  placement.io_buffers: 12
timing:
  tns_ps: 0
  timing.final.max_slew_violations: 0
  unclocked_pins: 7
  timing.fmax_mhz: 193.1
  setup_viol: 0
  rsz0062_at_grt: "no"
  final_hold_viol_count: 0
  period_minus_slack_ps: 5178
  fin_crit_sh_pct: 80.90
  untimed_endpoints: 8
[stage by stage]
step / utilization (%) / total power (W) / area (um^2) / worst slack [ps]
after detailed placement: 13.00 / 0.00001766 / 444.2 / 1200
after floorplan: - / 0.00001004 / 296.5 / 2070
after global placement: 13.00 / 0.00001720 / 444.2 / 1205
after global routing: 13.00 / 0.00001948 / 444.2 / 1113
final: 13.00 / 0.00001729 / 444.2 / 1222
after CTS: 13.00 / 0.00001776 / 444.2 / 1195
[flip-flops by register name, indices dropped and copies added, names as in the netlist]
signal	count
t2.muxres.Y	1
t2.muxllevo.Y	1
f.muxres.Y	1
t1.muxllevo.Y	1
i.muxllevo.Y	1
t1.muxres.Y	1
i.muxres.Y	1
[Yosys cell counts]
cell type / n
buf_4: 4
conb_1: 1
dlxtn_1: 7
fa_1: 2
ha_1: 5
inv_1: 2
nor4b_1: 1
xor3_1: 1
[area by class of cell]
type                    instances  area, um^2
fillers                       388        2972
inverters                       2       7.507
multi-input cells              14       153.9
flip-flops and latches          7       105.1
well taps                      46       57.56
repair buffers                 12       120.1
[kinds of logic (layout without fill, tap and decap cells)]
group	after synthesis	after routing
and+or+nand+nor	1	1
other	1	5
buffers and inverters	6	14
latches	7	7
xor gates and xnor gates	1	1
adders and majority gates	7	7
[layer usage]
metal  vias up  GRT usage, %
met5         -             0
met4         0             0
met3         0        0.2273
met2        12         1.766
met1        61         2.225
li1         85             -
[power by group through the flow]
stage	Combinational (W)	Clock, W	Sequential, W
CTS	0.0000133	0	0.00000447
global route	0.0000149	0	0.00000460
finish	0.0000128	0	0.00000445
[worst max-delay path, stage by stage]
cell,delay (ps)
clkdlybuf4s50_1,430
fa_1,410
dlxtn_1,250
fa_1,350
dlxtn_1,240
xor3_1,170
dlxtn_1,330
clkdlybuf4s50_1,450
Power and IR drop assume default switching activity.
